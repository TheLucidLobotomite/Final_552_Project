**./run.sh**
```bash
#!/bin/bash
# OpenROAD 26Q1-2900-gdf79404cd8, Yosys 0.63+post, stock flow scripts
make -C /OpenROAD-flow-scripts/flow DESIGN_CONFIG=/design/flow/config.mk WORK_HOME=/design/flow/orfs finish
```
**./config.mk**
```make
export PLATFORM = sky130hd
export DESIGN_NAME = forwarding_unit
export DESIGN_NICKNAME = forwarding_unit
export VERILOG_FILES = /design/flow/design.v
export SDC_FILE = /design/flow/constraint.sdc
export NUM_CORES = 4
export LEC_CHECK = 1
export CORE_AREA = 10 10 70 70
export DIE_AREA = 0 0 80 80
```
**./constraint.sdc**
```tcl
current_design forwarding_unit

set clk_period 3.0
set clk_io_pct 0.2

create_clock -name clk0 -period $clk_period

set non_clock_inputs [all_inputs -no_clocks]
set_input_delay [expr $clk_period * $clk_io_pct] -clock clk0 $non_clock_inputs
set_output_delay [expr $clk_period * $clk_io_pct] -clock clk0 [all_outputs]
```
**./design.v**
```verilog
`timescale 1ns / 1ps
`default_nettype none
module forwarding_unit (
    input  wire [4:0] ex_rs1,
    input  wire [4:0] ex_rs2,
    input  wire [4:0] exmem_rd,
    input  wire       exmem_rd_wen,
    input  wire [4:0] memwb_rd,
    input  wire       memwb_rd_wen,
    output wire [1:0] fwd_rs1_sel,
    output wire [1:0] fwd_rs2_sel
);
    wire exmem_rs1_match = exmem_rd_wen & (exmem_rd != 5'd0) & (exmem_rd == ex_rs1);
    wire exmem_rs2_match = exmem_rd_wen & (exmem_rd != 5'd0) & (exmem_rd == ex_rs2);
    wire memwb_rs1_match = memwb_rd_wen & (memwb_rd != 5'd0) & (memwb_rd == ex_rs1);
    wire memwb_rs2_match = memwb_rd_wen & (memwb_rd != 5'd0) & (memwb_rd == ex_rs2);
    assign fwd_rs1_sel = exmem_rs1_match ? 2'b01 : memwb_rs1_match ? 2'b10 : 2'b00;
    assign fwd_rs2_sel = exmem_rs2_match ? 2'b01 : memwb_rs2_match ? 2'b10 : 2'b00;
endmodule
`default_nettype wire
```
==> run summary <==
Outcome - finished, final reports clean
1st-iter DRT viols - 10
CTS Hold Bufs - 0
Chip Area, Yosys - 272.8 sq um
CP Class - in -> out
N_diodes - 0
Leakage power - 0.2524 nW
GRT Total Usage - 0.03463
Tmin final - 2887 ps
Ys cells - 36
Crit path capture type - primary output
Vias in the first global route - 381
Gate Count Post-Synth - 36
Initial DRT Pass Iterations - 2
Cycle use final - 0.9624
Power Internal - 52.68 uW
Combinational Power Share - 1.000
Pwr/cell area - 125.2 mW/mm^2
Chip area - 0.006400 sq mm
Global-route wire length before repair - 1814 um
Critical path, cell by cell - clkdlybuf4s50_1, xnor2_2, nand3_2, nor4_4, buf_4, clkdlybuf4s50_1
Setup TNS - 0 ps
Non-Filler Instances - 112
Ratio of cells with drive above 1 in the final layout - 0.2121
Crit path DAT - 2290 ps
DRT Wirelength - 1240 um
Switching Share - 0.3774
Crit-path max cell delay - 550 ps
Flop count - 0
Drt wl/cell - 11.07 um
Yosys top cell by area - xnor2_1
Clock buffer count - 0
Die Wd - 80 um
Slowest CP cell - clkdlybuf4s50_1
Core ar. - 0.003416 sq mm
Yosys warns - 0
Slew at the pin closest to its max-slew limit - 336.0 ps
Main area contributors - xnor2_1, xor2_1, nor4_1
Placement Rows - 21
Placed cells - 112
Synth top cell by count - xnor2_1
Count of cell types in the netlist - 10
Sequential power share - 0
Max-slew headroom - 0.7739
Fp_density - 0.07985
Die Height - 80 um
Total grt overflow - 0
OpenROAD warning count - 32
Flop area - 0 sq um
ANT nets after route - 0
Logic area - 311.5 sq um
Commonest cells post-synth - xnor2_1, nor4_1, xor2_1
Drt drc - 0
Hold slack final - 1853 ps
Setup repair bufs after CTS - 0
Synth Seq Share - 0
Final hold violation count - 0
CP dominant cell by count - clkdlybuf4s50_1
Via density per instance - 3.214
WP data required - 2400 ps
Slew Limit Fails - 0
Clock power frac - 0
Max capacitance violation total - 0
Critical path peak fanout - 2
GP Congestion - 0.7739
Max frequency - 346.4 MHz
Vias - 360
Avg Cell Area, Syn - 7.577 sq um
Area grow syn2layout - 147.7%
Critical Path Start Type - input port
Largest net degree at the start of global routing - 4
Dominant cell area share - 0.5138
Filler cell count - 370
RSZ-0062 raised after global routing - false
Initial antenna violation count - 0
Pwr Total - 84.62 uW
Cell area after synthesis - 272.8 sq um
Final Setup Violations - 0
IO Pins - 26
Worst vdd ir - 0.01709 mV
Post-layout util - 0.1978
I/O Buffers - 26
Worst Hold Class - in -> out
P_sw - 31.94 uW
[timing repair]
item / 4_1_cts / 5_1_grt
gates resized: 2 / 14
endpoints found under the setup margin: 2 / 2
pin swaps: 2 / 6
[power by group through the flow]
| stage | Clock, mW | Sequential (mW) | Combinational (mW) |
|---|---|---|---|
| 6_report | 0 | 0 | 0.0846 |
| 5_1_grt | 0 | 0 | 0.0912 |
| 4_1_cts | 0 | 0 | 0.0764 |
[placed cells by master, fill, tap and decap left out]
master / instances
or4_1: 1
nor2_1: 1
nor4_1: 3
or4_4: 1
dlymetal6s2s_1: 3
buf_4: 6
nand2_1: 2
xnor2_1: 13
nor4_4: 1
nand4_1: 2
xor2_1: 4
o21ai_4: 1
clkdlybuf4s50_1: 21
nand3_1: 1
dlygate4sd2_1: 1
xnor2_2: 3
buf_2: 1
nand3_2: 1
[critical path, delay by kind of cell]
kind | cells | cell delay (ps)
buf+inv | 3 | 1150
xor+xnor | 1 | 130
simple gates | 2 | 410
[metal layers]
layer | vias up | routed length (um) | track usage
met5 | - | 0 | 0
met4 | 0 | 0 | 0
met3 | 0 | 185 | 0.01364
met2 | 19 | 512 | 0.05618
met1 | 153 | 541 | 0.04483
li1 | 188 | - | -
[through the flow]
| step | instance area (sq um) | setup slack [ps] |
|---|---|---|
| final | 675.6 | 112.7 |
| after CTS | 618.1 | 18.96 |
| after global placement | 620.6 | -213.6 |
| after floorplan | 272.8 | 887.5 |
| after global routing | 675.6 | 16.53 |
| after detailed placement | 620.6 | -239.0 |
[worst paths after layout]
path | end | startpoint | cells past startpoint | slack, ps
worst max-delay path | fwd_rs2_sel[0] | ex_rs2[4] | 6 | 110
worst min-delay path | fwd_rs1_sel[1] | memwb_rd_wen | 4 | 1850
[area by class of cell]
cell class         instances  area share
well taps                 46     0.08519
multi-input cells         34      0.4611
repair buffers            32      0.4537
[kinds of logic (layout without fill, tap and decap cells)]
family | Yosys count | in the layout | synth area share
AOI/OAI and AO/OA | 1 | 1 | 0.03212
xor gates and xnor gates | 20 | 20 | 0.6422
buffers and inverters | 2 | 32 | 0.05503
and+or+nand+nor | 13 | 13 | 0.2706
Power and IR drop assume default switching activity.
